File: flow/constraint.sdc
current_design door_unlock

set clk_period 1.5
set clk_io_pct 0.2

create_clock -name clk0 -period $clk_period [get_ports {clk}]

set non_clock_inputs [all_inputs -no_clocks]
set_input_delay [expr $clk_period * $clk_io_pct] -clock clk0 $non_clock_inputs
set_output_delay [expr $clk_period * $clk_io_pct] -clock clk0 [all_outputs]
File: flow/run.sh
#!/bin/bash
# OpenROAD 26Q1-2900-gdf79404cd8, Yosys 0.63+post, stock flow scripts
make -C /OpenROAD-flow-scripts/flow DESIGN_CONFIG=/design/flow/config.mk WORK_HOME=/design/flow/orfs finish
File: flow/config.mk
export PLATFORM = sky130hd
export DESIGN_NAME = door_unlock
export DESIGN_NICKNAME = door_unlock
export VERILOG_FILES = /design/flow/design.v
export SDC_FILE = /design/flow/constraint.sdc
export NUM_CORES = 4
export LEC_CHECK = 1
export CORE_AREA = 10 10 70 70
export DIE_AREA = 0 0 80 80
File: flow/design.v
module door_unlock (
  input clk,         
  input reset,       
  input code_in,     
  output roll_no_02    
);
  parameter S0 = 2'b00;  
  parameter S1 = 2'b01;  
  parameter S2 = 2'b10;  
  reg [1:0] next_state;
  reg roll_no_02;
  always @(posedge clk or posedge reset)
    if (reset) begin
      next_state = S0;
      roll_no_02 = 0;   
    end
    else begin
      case (next_state)
        S0: if (code_in == 1'b0) begin roll_no_02 = 0; next_state = S1;
          end
        else begin
          roll_no_02 = 0; next_state = S0;
        end
        S1: if (code_in == 1'b1) begin roll_no_02 = 0; next_state = S2; 
          end 
        else begin roll_no_02 = 0; next_state = S1;
        end
        S2: if (code_in == 1'b0) begin
              next_state = S0;
              roll_no_02 = 1;   
            end
            else begin roll_no_02 = 0; next_state = S0;
            end
        default: next_state = S0;
      endcase
    end
endmodule
==> results.py <==
# Physical implementation metrics
metrics = {
    "critical_path": {
        "path_buffers": 1,
        "timing.rr.start": "next_state[2]$_DFF_PP0_",
        "worstPathRequired_ns": 1.20,
        "cp-end-kind": "output port",
        "path_cells": "clkdlybuf4s50_1",
        "critical_path_class": "reg -> out",
        "cpMaxStageDelayCell": "clkdlybuf4s50_1",
        "start_kind": "flip-flop",
        "worst_path_dominant_cell_family": "buffers and inverters",
        "cp_data_arrival_time_ns": 1.06,
        "slowest_delay_ns": 0.49,
        "critPathLaunch": "roll_no_02$_DFFE_PP0P_",
        "path_max_fanout": 2,
    },
    "sta": {
        "slew_violations": 0,
        "final.setup_skew_ns": 0.00616,
        "max_freq_ghz": 0.736,
        "hold_slack_ns": 0.234,
        "final_hold_viol_count": 0,
        "min_period_ns": 1.36,
        "worst_pin_slew_ns": 0.143,
        "tns_ns": 0,
        "period_used_pct": 90.6,
        "rsz0062_at_grt": "false",
        "setup_violations": 0,
        "fin_ws_ns": 0.141,
        "relSlewSlack_pct": 90.4,
    },
    "synthesis": {
        "syn_inst": 13,
        "yosysWarnings": 1,
        "yosysCellCount": 13,
        "synth_area_um2": 146,
        "numSynthFlops": 4,
        "yosys_area_um2": 146,
        "ys_seq_share_pct": 69.2,
        "ys_types": 8,
        "syn_avg_cell_area_um2": 11.3,
    },
    "run_status": {
        "outcome": "finished, final reports clean",
    },
    "global_routing": {
        "busiest_layer": "met2",
        "use_met3_pct": 1.14,
        "gr-total-overflow": 0,
        "grt.met1_usage_pct": 1.27,
        "track_usage_pct": 1.16,
        "antenna_found_initial": 0,
        "grt_first_pass_wirelength_um": 552,
        "use_met2_pct": 1.28,
        "grt_start_max_net_pins": 5,
        "grt_pass1_vias": 122,
    },
    "die": {
        "core_um2": 3420,
        "initial_core_util_pct": 4.29,
        "fp.dieW_um": 80,
        "die_h_um": 80,
        "chip_area_um2": 6400,
        "pin_count": 4,
        "rows": 21,
    },
    "routing": {
        "routed_wl_um": 346,
        "ant_nets": 0,
        "num_antenna_cells": 0,
        "vias_per_cell": 1.52,
        "wl_per_cell_um": 5.24,
        "first_pass_iters": 1,
        "drt-initial-drc-count": 0,
        "drcViolationCount": 0,
        "vias": 100,
    },
    "clock_tree": {
        "cts_setup_buffers": 0,
        "cts_sinks": 4,
        "h-tree-depth": 1,
        "cts_tree": "yes",
        "clock_path_buffers": 2,
        "clk_latency_ns": 0.24,
        "cts_resized": 0,
        "clkTransAtPathRegs_ns": 0.04,
        "root_buffer": "clkbuf_4",
        "cts_hold_buf": 0,
        "numCtsBuffers": 3,
    },
    "cells_and_area": {
        "final.fill_count": 415,
        "drive_gt1_share_pct": 25.0,
        "final_area_um2": 260,
        "syn_to_final_growth_pct": 77.8,
        "lay_top_cells": "clkbuf_4 (3), clkdlybuf4s50_1 (3), dfrtp_1 (3)",
        "fin_util_pct": 7.62,
        "stdcell_count": 66,
    },
    "place": {
        "dp_cells": 62,
        "placed_cell_area_um2": 234,
        "place_congestion": 0.587,
        "numPortBuffers": 3,
        "dpl.hpwl_um": 265,
        "place_ws_ns": 0.380,
    },
    "run": {
        "timing.max_cap.violations": 0,
        "warnings": 25,
    },
    "power": {
        "ir_worst_vdd_mv": 0.217,
        "leakage_nw": 0.101,
        "p_per_area_nw_per_um2": 1160,
        "finalPower_mw": 0.302,
    },
    "min_path": {
        "hold_path.class": "in -> async",
    },
}
## power breakdown
part | internal (mW) | total, mW | leakage (nW) | switching, mW
logic | 0.0165 | 0.0263 | 0.0358 | 0.00986
registers | 0.122 | 0.129 | 0.0507 | 0.00709
clock network | 0.100 | 0.147 | 0.0150 | 0.0473
total | 0.238 | 0.302 | 0.101 | 0.0643
## flip-flops by register name, summed over array words and instances (netlist names)
name,count
next_state,3
roll_no_02,1
## cells by family after synthesis
group | after synthesis | synth area share, %
flip-flops | 4 | 69.2
AND/OR/NAND/NOR | 6 | 22.2
buffers and inverters | 2 | 5.13
AND-OR/OR-AND | 1 | 3.42
## synth_stat cells, drive strengths merged
master | number | area share (%)
or4b | 1 | 6.8
and2 | 1 | 5.1
nor2 | 2 | 5.1
dfstp | 1 | 18
o21ai | 1 | 3.4
inv | 2 | 5.1
dfrtp | 3 | 51
nand2 | 2 | 5.1
## final cells by class
class,instances,area [um^2],area share [%]
tap,46,57.6,22.1
timing repair buffer,3,30.0,11.5
sequential,4,101,38.9
inverter,2,7.51,2.88
multi-input combinational,7,37.5,14.4
clock buffer,4,26.3,10.1
## layer usage
layer	share of wire [%]	up-vias
li1	-	53
met1	44	44
met2	42	3
met5	0	-
met4	0	0
met3	13	0
## path summary, 6_finish.rpt
path	to	depth (start not counted)	slack, ns
worst max-delay path	roll_no_02	1	0.14
worst min-delay path	next_state[2]$_DFF_PP0_	2	0.23
worst max register to register	roll_no_02$_DFFE_PP0P_	2	0.41
worst min register to register	next_state[0]$_DFF_PP1_	2	0.46
max in group asynchronous	next_state[0]$_DFF_PP1_	2	1.04
min in group clk0	next_state[0]$_DFF_PP1_	2	0.46
No activity file was given, so power comes from the tool's default toggle rates.
