## /design/flow/config.mk

```make
export PLATFORM = sky130hd
export DESIGN_NAME = top
export DESIGN_NICKNAME = top
export VERILOG_FILES = /design/flow/design.v
export SDC_FILE = /design/flow/constraint.sdc
export NUM_CORES = 4
export LEC_CHECK = 1
export CORE_AREA = 10 10 70 70
export DIE_AREA = 0 0 80 80
```

## /design/flow/constraint.sdc

```tcl
current_design top

set clk_period 1.6
set clk_io_pct 0.2

create_clock -name clk0 -period $clk_period [get_ports {clk}]

set non_clock_inputs [all_inputs -no_clocks]
set_input_delay [expr $clk_period * $clk_io_pct] -clock clk0 $non_clock_inputs
set_output_delay [expr $clk_period * $clk_io_pct] -clock clk0 [all_outputs]
```

## /design/flow/design.v

```verilog
module top ( a, b,  clk, rst , enable, load , sel , out );
  input clk, rst, enable, sel, load;
  input [4:0] a;
  input [4:0] b;
  output wire [4:0] out;
  wire [4:0] Z1,Z2;
  parameter R = 2'b00;  
  parameter M = 2'b01;  
  parameter C = 2'b10;  
  parameter Reg = 2'b11;  
  reg [1:0] state;
  mux m(.a(a), .b(b), .sel(sel), .out(Z1));
  counter c(.counter(Z2), .data(Z1), .clk(clk), .load(load), .enable(enable), .rst(rst));
  Register g(.clk(clk), .rst(rst), .data(Z2), .out(out));
  always @(posedge clk or negedge rst)
    if (!rst) begin
      state = R;  
    end
    else begin
      case (state)
        R:  state = M;
        M:  state = C; 
        C: if (enable && Z1==8 )
          begin  state = Reg; 
          end 
        else if (load) begin state = Reg;
        end
        else state = C;
        Reg: if (rst) begin
              state = R;
            end
            else begin  state = R;
            end
        default: state = R;
      endcase
    end
endmodule
module mux(out, a, b, sel);
  output reg [4:0] out;
  input[4:0] a, b;
  input sel;
  always @(a or b or sel)
begin
  if(sel) 
out = a;
else
out = b;
end
endmodule
module counter(input clk, enable, rst, load, input[4:0] data, output reg [4:0] counter
    );
  always @(posedge clk or negedge rst)
begin
  if(!rst)
 counter <= 4'd0;
  else if (load)
 counter <= data;
  else if (enable)
 counter <= counter+1;
else 
  counter <= counter;
end 
endmodule
module Register(clk, rst, data, out);
input             clk;
input             rst;
  input      [4:0] data;
  output reg [4:0] out;
  always @(posedge clk or negedge rst )
begin
  if(!rst)
    out <= 4'b0;
  else
        out <= data;
end
endmodule
```

## /design/flow/run.sh

```bash
#!/bin/bash
# OpenROAD 26Q1-2900-gdf79404cd8, Yosys 0.63+post, stock flow scripts
make -C /OpenROAD-flow-scripts/flow DESIGN_CONFIG=/design/flow/config.mk WORK_HOME=/design/flow/orfs finish
```

==> flow_summary.toml <==
# implementation run metrics
[outcome]
outcome = "finished, final reports clean"

[logic_synthesis]
synth_cell_type_count = 12
synth.most_common_cell = "dfrtp_1"
synth_async_sr_flop_share_pct = 100
yosys.area.top_type = "dfrtp_1"
yosysWarnings = 4
common_cells = "10 x dfrtp_1, 8 x mux2i_1, 4 x xor2_1"
area_leaders = "dfrtp_1 58%, mux2i_1 19%, xor2_1 8.1%"
top_area_share_pct = 58.1
syn_area_per_cell_um2 = 13.0
synth-edff-count = 0
syn_inst = 33
ys_cells = 33
synth_flops = 10
ys_seq_share_pct = 58.1
synthFlopType = "dfrtp_1"
ys_chip_area_um2 = 430
synth_area_um2 = 430

[global_route]
grtUsageMet2_pct = 3.69
grtUsageMet3_pct = 2.73
grt_pass1_wl_um = 1610
grt_max_degree = 11
overflow = 0
busiest_layer = "met1"
antenna_found_initial = 0
grt_pass1_vias = 339
gr-usage-met1_pct = 4.37
grtUsageTotal_pct = 3.18

[route]
ant_nets = 0
vias = 321
drt_iter0_drc = 5
firstDrtPassIters = 2
antenna_cells = 0
viasPerCell = 3.21
post_drt_wl_per_cell_um = 10.0
wl_um = 1000
drc = 0

[worst_setup_path]
critPathBufInv = 1
cpMaxStageDelayCell = "clkdlybuf4s50_1"
critPathKind = "register to output port"
critPathCaptureType = "output port"
cp_top_family = "buffers and inverters"
critPathRequiredTime_ns = 1.28
slowest_delay_ns = 0.46
crit_fanout = 1
cp_cell_sequence = "clkdlybuf4s50_1"
startpoint_type = "register"
arrival_ns = 1.04

[sta]
rsz0062_at_grt = "no"
hold_viol_final = 0
fin_setup_tns_ns = 0
period_needed_ns = 1.36
tightestPinTransition_ns = 0.426
maxSlewViolCount = 0
setup_violations = 0
fmax_mhz = 738
holdWs_ns = 0.365
fin_worst_skew_ns = 0.000280
fin_crit_sh_pct = 84.7
max-slew-margin-rel_pct = 71.5
layout_setup_ws_ns = 0.245

[pwr]
switching_share_pct = 22.1
power_density_nw_per_um2 = 968
pwr-share-comb_pct = 20.8
power.leakage_nw = 0.290
p_sw_mw = 0.151
power_mw = 0.683
p_clk_share_pct = 31.7
pwr-share-seq_pct = 47.4
ir_drop_mv = 0.254
p_int_mw = 0.532

[place]
pre_cts_ws_ns = 0.0812
portBuffers = 19
gp_congestion = 0.729
placedCellCount = 96
hpwl_um = 857

[clock_tree]
cts_buffers = 3
cts.repair.resized = 0
cts_sinks = 10
clkLatencyLatePin_ns = 0.26
cts-root-buf = "clkbuf_4"
cts_hold_buf = 0
cts.clk_slew.worst_paths_ns = 0.06
cts_tree = "done"
clk_path_buf_depth = 2
cts_setup_buffers = 0
h-tree-depth = 1

[hold_path]
min_path_type = "input pin to asynchronous set/reset pin"

[cells_and_area]
drive_gt1_share_pct = 7.41
finalNonFillerCells = 100
areaGrowthSynthToFinish_pct = 64.0
nFillCells = 390

[die]
die_x_um = 80
fp.coreArea_um2 = 3420
rows = 21
die_y_um = 80
die_area_um2 = 6400
initial_core_util_pct = 12.6
ios = 20

[job]
warnings = 25
cap_violations = 0
-- layer usage --
metal | wire length [um] | up-vias | share of wire, %
met5 | 0 | - | 0
li1 | - | 159 | -
met2 | 332 | 20 | 33
met1 | 510 | 142 | 51
met3 | 159 | 0 | 16
met4 | 0 | 0 | 0
-- per-stage QoR --
| step | utilization [%] | cell area (um2) |
|---|---|---|
| after CTS | 20.7 | 706 |
| after detailed placement | 19.6 | 669 |
| after global routing | 20.7 | 706 |
| final | 20.7 | 706 |
| after floorplan | - | 430 |
| after global placement | 19.6 | 669 |
-- kinds of logic (layout without fill, tap and decap cells) --
group / count (synthesis) / in the layout / share of synthesized area [%]
simple gates: 5 / 5 / 6.10
compound gates: 3 / 3 / 4.07
flops: 10 / 10 / 58.1
mux: 8 / 8 / 18.6
xor+xnor: 4 / 4 / 8.14
fa+ha+maj: 1 / 1 / 2.91
buf+inv: 2 / 23 / 2.03
-- power groups by stage --
stage | registers (mW) | logic, mW | clock network [mW]
after global routing | 0.331 | 0.158 | 0.235
after CTS | 0.325 | 0.146 | 0.223
final | 0.324 | 0.142 | 0.217
-- path summary, 6_finish.rpt --
| path | slack (ns) | end | depth (start not counted) | startpoint |
|---|---|---|---|---|
| worst min-delay path | 0.36 | g.out[2] | 1 | rst |
| worst max-delay path | 0.24 | out[3] | 1 | g.out[3] |
| min in group clk0 | 0.40 | g.out[4] | 0 | c.counter[4] |
| worst min register to register | 0.40 | g.out[4] | 0 | c.counter[4] |
| worst max register to register | 0.46 | c.counter[1] | 3 | c.counter[0] |
| max in group asynchronous | 0.94 | c.counter[3] | 1 | rst |
-- area by class of cell --
cell class	count	area [um2]	share of cell area (%)
Tap cell	46	57.6	8.16
Clock buffer	4	36.3	5.14
Multi-Input combinational cell	21	171	24.3
Sequential cell	10	250	35.5
Timing Repair Buffer	19	190	27.0
-- placed cells by master (no fill, tap or decap) --
master	synthesis	final
clkbuf_4	0	3
dfrtp_1	10	10
a211oi_1	1	1
clkbuf_8	0	1
mux2i_1	8	8
nor2b_1	1	1
a21oi_1	2	2
nand2_1	1	1
nor2_1	1	1
ha_1	1	1
nand4_1	2	2
xor2_1	4	4
clkdlybuf4s50_1	0	19
-- flip-flops by register name, indices dropped and copies added (netlist names) --
signal,count
c.counter,5
g.out,5
No activity file was given, so power comes from the tool's default toggle rates.
